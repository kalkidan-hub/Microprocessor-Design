==> /design/flow/design.v <==
module SRCounter
    (
        start, stop,reset, clk, count
    );
    input start, stop, clk, reset;
    output [15:0] count;
    reg cn_enable;
    reg [15:0] count;
    reg stop_d1;
    always @(posedge clk or posedge reset)
    begin
        if(reset)begin
            cn_enable <= 1'b0;
            count <= 16'h0;
            stop_d1 <=stop;
        end 
        else begin
            if(start)begin
                cn_enable <= 1'b1;
            end
            else if(stop)begin
                stop_d1 <= stop;
            end
            else if(cn_enable && count == 16'h1111) begin
                count <= 1'b0;
            end
            else if(cn_enable)begin
                count = count + 1;
            end
        end
    end
endmodule
==> /design/flow/run.sh <==
#!/bin/bash
# OpenROAD 26Q1-2900-gdf79404cd8, Yosys 0.63+post, stock flow scripts
make -C /OpenROAD-flow-scripts/flow DESIGN_CONFIG=/design/flow/config.mk WORK_HOME=/design/flow/orfs finish
==> /design/flow/config.mk <==
export PLATFORM = sky130hd
export DESIGN_NAME = SRCounter
export DESIGN_NICKNAME = SRCounter
export VERILOG_FILES = /design/flow/design.v
export SDC_FILE = /design/flow/constraint.sdc
export NUM_CORES = 4
export LEC_CHECK = 1
export CORE_AREA = 10 10 88 88
export DIE_AREA = 0 0 98 98
==> /design/flow/constraint.sdc <==
current_design SRCounter

set clk_period 2.1
set clk_io_pct 0.2

create_clock -name clk0 -period $clk_period [get_ports {clk}]

set non_clock_inputs [all_inputs -no_clocks]
set_input_delay [expr $clk_period * $clk_io_pct] -clock clk0 $non_clock_inputs
set_output_delay [expr $clk_period * $clk_io_pct] -clock clk0 [all_outputs]
==> run_results.csv <==
group,metric,value,unit
cts,cts_root_buffer,"clkbuf_8",
sta,maxSlewViolCount,0,
power_and_ir_drop,p_leak,0.0004617,uW
final_layout,area_growth,41.60,%
floorplan,io_pins,20,
setup_path,startpoint_type,"primary input",
sta,max_slew_margin,56.38,%
sta,max_freq,584.3,MHz
setup_path,reg2reg_to,"count[4]$_DFFE_PP0P_",
grt,grt.total_usage,4.505,%
cts,hold_buffers,0,
cts,cts.path.max_buffers,2,
floorplan,coreArea,5921,sq um
synth,synth_area,827.0,sq um
setup_path,reg2reg_depth,6,
worst_hold_path,whs_endpoint,"count[15]$_DFFE_PP0P_",
cts,post_cts_buffers,0,
floorplan,initCoreUtil,13.97,%
flow_run,drv_cap,0,
flow_run,tool_warnings,26,
floorplan,die_area,9604,sq um
final_layout,num-fill-cells,644,
route,diodes,0,
synth,async_flop_share,100.0,%
placed_design,io_buffer_count,19,
synth,postSynthSeqShare,51.44,%
setup_path,crit_path_start,"stop",
sta,rsz0062_at_grt,"no",
cts,path_clk_slew,0.06,ns
sta,hold_viol_final,0,
worst_hold_path,hold_depth,1,
placed_design,placed_cell_area,1126,sq um
cts,clock_latency,0.25,ns
floorplan,num_rows,28,
synth,ys_types,24,
synth,yosysChipArea,827.0,sq um
setup_path,cp_data_required_time,2.23,ns
cts,htree_levels,1,
synth,ys_ff,17,
setup_path,reg2reg_from,"count[1]$_DFFE_PP0P_",
synth,ff_type,"dfrtp_1",
sta,hold_slack,0.5111,ns
setup_path,path_max_fanout,6,
setup_path,arrival,1.84,ns
cts,tritoncts,"yes",
power_and_ir_drop,power.density,724.2,nW/um^2
synth,ys_warn_count,2,
worst_hold_path,hold_path_class,"flop to flop",
sta,setup_viol,0,
final_layout,drive_above_1_share,8.911,%
final_layout,finalInstanceArea,1171,sq um
synth,yosysCellCount,76,
final_layout,logic_area,390.4,sq um
final_layout,regArea,425.4,sq um
power_and_ir_drop,ir_drop,284.2,uV
grt,grt_pass1_wl,3601,um
route,drc_errors,0,
grt,grt_overflow,0,
worst_hold_path,hp-start,"count[15]$_DFFE_PP0P_",
outcome,status,"complete, no violations",
cts,cts_resized,0,
synth,syn_inst,76,
final_layout,stdcell_count,176,
synth,synth-edff-count,0,
sta,tns,0,ns
sta,skew,0.001943,ns
setup_path,end_kind,"flop",
floorplan,die_w,98,um
route,viasPerCell,3.716,
route,totalWireLength,2072,um
cts,clkSinkCount,17,
grt,antenna_found_initial,0,
placed_design,place_congestion,0.8033,
setup_path,r2r_slack,0.51,ns
route,drt_pass1_iterations,4,
grt,grt_max_degree,18,
route,ant_nets,0,
sta,period_minus_slack,1.712,ns
route,drtIter0Drc,50,
floorplan,die_h,98,um
sta,tightest_slew,0.6536,ns
synth,synth.avg_cell_area,10.88,sq um
placed_design,dpl.cell_count,172,
cts,numCtsBuffers,3,
sta,fin_crit_sh,81.50,%
route,wl_per_cell,11.77,um
placed_design,dp_hpwl,1658,um
route,via_count,654,
grt,grt_pass1_vias,666,
setup_path,crit_type,"primary input to flop",
-- routing by layer --
layer | GRT usage, % | vias to the layer above | wire [um] | share of wire, %
met2 | 6.853 | 22 | 920 | 44
met4 | 0.4474 | 0 | 16 | 0.77
li1 | - | 328 | - | -
met1 | 6.400 | 302 | 1025 | 49
met3 | 1.280 | 2 | 111 | 5.4
met5 | 0 | - | 0 | 0
-- report_power, final --
group          switching, uW  internal, uW  leakage, uW
combinational           54.5           118     0.000215
clock                    103           134    0.0000228
sequential              69.4           369     0.000224
total                    227           621     0.000462
-- metrics by stage --
| stage | power (uW) | setup slack (ns) | util (%) |
|---|---|---|---|
| after global routing | 910.6 | 0.2833 | 19.78 |
| final | 848.1 | 0.3884 | 19.78 |
| after CTS | 868.2 | 0.3884 | 19.78 |
| after detailed placement | 626.4 | 0.1154 | 19.02 |
| after floorplan | 495.9 | 0.6857 | - |
| after global placement | 623.0 | 0.1542 | 19.02 |
-- how the worst max path moves through the flow --
stage	to	cells past startpoint	slack (ns)
CTS	count[7]$_DFFE_PP0P_	5	0.39
global route	count[8]$_DFFE_PP0P_	6	0.28
finish	count[7]$_DFFE_PP0P_	5	0.39
-- state kept, by name, summed over array words and instances, names as in the netlist --
name       cells
count         16
cn_enable      1
-- area by class of cell --
| type | count | share of cell area (%) |
|---|---|---|
| repair buffers | 21 | 17.52 |
| multi-input cells | 56 | 33.33 |
| well taps | 75 | 8.013 |
| clock buffers | 4 | 3.846 |
| flip-flops and latches | 17 | 36.32 |
| inverters | 3 | 0.9615 |
-- cells in the mapped netlist, drive strengths merged, types with 2 or more instances --
cell   number  area share [%]
ha          2             3.0
nor2        4             2.1
a31oi       2             1.5
nand2       6             2.7
nor3        2             1.2
or2         2             1.5
nor4b       3             3.2
xor2        4             4.2
xnor2       8             8.5
nand4       8             6.1
inv         3             1.4
and3        3             2.3
dfrtp      17              51
nand3       3             1.8
o21ai       2             1.2
-- kinds of logic after synthesis --
kind of cell | count (synthesis) | synth area share [%]
compound gates | 6 | 4.084
simple gates | 36 | 27.39
fa+ha+maj | 2 | 3.025
xor+xnor | 12 | 12.71
buf+inv | 3 | 1.361
flops | 17 | 51.44
-- cell usage in the layout (no fill, tap or decap), drive strengths merged, types with 2 or more instances in the layout --
cell and count:
a31oi 2, nor2 4, xnor2 8, nor4b 3, buf 2, clkbuf 4, inv 3, nand3 3
nand2 6, dfrtp 17, ha 2, xor2 4, nand4 8, or2 2, clkdlybuf4s50 19, and3 3
nor3 2, o21ai 2
-- worst max-delay path, stage by stage --
cell	delay (ns)
clkdlybuf4s50_1	0.45
or3b_1	0.42
nor2_2	0.26
nand4_1	0.15
xnor2_1	0.14
Power figures rest on the tool's default switching activity, not on a simulated workload.
