--- flow/config.mk ---
export PLATFORM = sky130hd
export DESIGN_NAME = kill_go
export DESIGN_NICKNAME = kill_go
export VERILOG_FILES = /design/flow/design.v
export SDC_FILE = /design/flow/constraint.sdc
export NUM_CORES = 4
export LEC_CHECK = 1
export CORE_AREA = 10 10 86 86
export DIE_AREA = 0 0 96 96
--- flow/constraint.sdc ---
current_design kill_go

set clk_period 2.9
set clk_io_pct 0.2

create_clock -name clk0 -period $clk_period [get_ports {clk}]

set non_clock_inputs [all_inputs -no_clocks]
set_input_delay [expr $clk_period * $clk_io_pct] -clock clk0 $non_clock_inputs
set_output_delay [expr $clk_period * $clk_io_pct] -clock clk0 [all_outputs]
--- flow/design.v ---
module kill_go
    (
        go,kill,clk,reset,done
    );
    input go,kill,clk,reset;
    output done;
    reg [1:0] state_reg;
    reg [7:0] cn;
    reg done;
    parameter idle = 2'b00 ;
    parameter active = 2'b01;
    parameter abort = 2'b10;
    parameter finish = 2'b11;
    always @(posedge clk or posedge reset)
    begin
        if(reset)begin
            state_reg <= idle;
            cn <= 7'd0;
            done <= 1'b0;
        end
        else  begin
            case (state_reg)
                idle:
                    if(go) state_reg <= active;
                active:
                    begin
                    cn = cn + 1;
                    if(kill) state_reg <= abort;
                    else if(cn == 7'd100 && ~kill) state_reg <= finish;
                    end
                finish:
                begin
                    state_reg <= idle; 
                    done <= 1'b1;  
                end           
                abort:
                    if(~kill) state_reg <= idle;
                default: state_reg <= idle;
            endcase
        end
    end
endmodule
--- flow/run.sh ---
#!/bin/bash
# OpenROAD 26Q1-2900-gdf79404cd8, Yosys 0.63+post, stock flow scripts
make -C /OpenROAD-flow-scripts/flow DESIGN_CONFIG=/design/flow/config.mk WORK_HOME=/design/flow/orfs finish
==> notes.md <==
Figures from the implementation reports.

- The first detailed-routing pass took 4 iterations.
- The leakage power summed over all cells reads 0.351 nW.
- The final setup TNS is 0 ns.
- The number of synthesized flops with an enable pin reads 0.
- The measured slew at the worst slew-check pin is between 0.4 and 0.5 ns.
- The data arrival time of the critical path is 1.04 ns.
- The worst hold margin is 0.469 ns.
- Summing over every cut layer, the via total after detailed routing is 425.
- Yosys reports that the most numerous cell types are dfrtp_1 (12), nand2_1 (8), xnor2_1 (5).
- Dividing total power by cell area gives a power density of 797 nW/um2.
- The first global-routing pass estimated 2150 um of wire.
- The die boundary height is 96 um.
- Per the skew report, the later register of the worst-skew pair sees a clock latency of 0.24 ns.
- Looking at the gate-level netlist, the highest instance count belongs to dfrtp_1.
- After clock tree synthesis, the flow added hold-fix buffers numbering 0.
- The and-or/or-and share of the synthesized area reads 0.0686.
- The number of global-route vias before repair came to 449.
- The script logs the ratio of routed vias to standard cells as 3.08.
- The flip-flop count of the largest register, all copies and words added is 8.
- Summed over all routing layers, the global router reports a total usage of 0.0283.
- Per STA, the highest per-stage delay on the worst path measures ~0.47 ns.
- The register clock-pin slew on the reported worst setup and hold paths is roughly 0.05 ns.
- The remaining global-route overflow is 0.
- Setup repair after global routing left no endpoint under its margin.
- The number of DRC violations after detailed-routing iteration 0 is 9.
- The number of hold violations in the final report reads 0.
- The slowest library cell on the worst path reads clkdlybuf4s50_1.
- After synthesis, the design contains 59 cells according to Yosys.
- The number of cells produced by synthesis is 59.
- The register-to-register setup slack is ~1.5 ns.
- The data required time of the worst path reads 2.32 ns.
- Of the total synthesized cell area, the portion taken by full adders, half adders and majority gates is 0.0392.
- For this run, the chip area from Yosys synthesis comes to between 600 and 700 um2.
- The synthesized design contains 13 register bits.
- The area share of the largest cell type after synthesis reads 0.471.
- Broken down by cell family, the worst path's largest delay share belongs to buffers and inverters.
- For the finished layout, the period the worst path requires is 1.62 ns.
- The average footprint of a synthesized cell reads 10.8 um2.
- The number of setup buffers added after CTS is 0.
- The number of buffers inserted by port buffering reads 4.
- For this run, the top clock speed supported by timing is 0.616 GHz.
- In the post-synthesis netlist, the biggest area contributors are dfrtp_1 (47%), xnor2_1 (6.9%), nand2_1 (4.7%).
- The worst max-slew margin expressed relative to the limit reads 0.669.
- For reference, the mux area share after synthesis is 0.0157.
- The design draws approximately 0.64 mW.
- The setup-violating endpoint count in the final report is 0.
- The area growth from synthesis to layout is 25.7%.
- The detailed-route DRC error count reads 0.
- The sequential share of the synthesized area reads 0.512.
- Per the layout report, the design carries 639 filler cells.
- The number of clock sinks reads 13.
- The number of buffers and inverters on the critical path reads 1.
- Counting the buffers created by CTS gives 3.
- The nature of the critical path endpoint is a primary output.
- On the final layout, the worst clock skew is 0.00259 ns.
- CTS placed an instance of clkbuf_8 at the clock tree root.
- The async set-reset flop share out of synthesis is 1.00.
- The floorplan step set the die width to 96 um.
- The total tool warning count reads 26.
- The fraction of final layout cells with drive strength greater than 1 reads 0.0909.
- The floorplan core area reads roughly 5500 um2.
- The critical path goes through clkdlybuf4s50_1.
- The global placement routability congestion reads 0.759.
- The area share of and/or/nand/nor cells after synthesis is 0.220.
- TritonCTS built the clock tree.
- The biggest fanout along the worst timing path reads 2.
- The detailed placer reported the number of placed instances as 134.
- The number of gates given a new drive strength after cts reads 0.
- The placed wire-length estimate after detailed placement is 827 um.
- Looking at the setup timing report, the critical path kind is reg -> out.
- The run finished with clean final reports.
- The count of cells in the finished layout, fillers not included, comes to 138.
- The cell-mix breakdown from Yosys lists the XOR/XNOR area share as 0.110.
- The worst hold-check path type reads reg -> reg.
- The tally of max-capacitance violations is 0.
- Per the detail_route report, routed wire per instance is 8.26 um.
- The number of ports placed on the die boundary reads 5.
- The most common flop cell mapped by yosys reads dfrtp_1.
- The post-synthesis instance area reads about 640 um2.
- The detail route stage leaves a number of antenna-violating nets equal to 0.
- The cell type that accounts for the most area after synthesis is dfrtp_1.
- The synthesis warning total reads 1.
- The floorplan has 27 rows.
- The worst-case vdd ir drop reads 0.271 mV.
- In the finished design, the share of the clock period the worst path needs comes to 0.560.
- The floorplan-stage core utilization is 0.115.
- Wires add up to about 1100 um.
- The worst-case clock buffer depth is 2.
- The launching element type of the critical path is a flop.
- Yosys shows that the main logic family after synthesis is simple AND/OR/NAND/NOR gates.
- The initial antenna violation count is 0.
- Entering global routing, the biggest net connects 14 pins.
- The netlist uses 27 different library cells.
- CTS built an H-tree with a depth of 1.
- According to the floorplan report, the total die area is 9220 um2.
- The number of antenna cells inserted is 0.
- The number of max-slew violations in the final report reads 0.
-- area by class of cell --
| class | count | area (um2) | area share |
|---|---|---|---|
| Tap cell | 72 | 90.1 | 0.112 |
| Sequential cell | 13 | 327 | 0.407 |
| Clock buffer | 4 | 45.0 | 0.0562 |
| Multi-Input combinational cell | 42 | 289 | 0.360 |
| Timing Repair Buffer | 4 | 40.0 | 0.0499 |
| Inverter | 3 | 11.3 | 0.0140 |
-- layer usage --
layer	up-vias	track usage	wire (um)
li1	217	-	-
met1	203	0.0368	537
met2	5	0.0443	524
met3	0	0.0126	77
met4	0	0.00246	0
met5	-	0	0
-- where the power goes --
| part | total, mW | switching (mW) | internal, mW | leakage, nW |
|---|---|---|---|---|
| clock network | 0.159 | 0.0624 | 0.0969 | 0.0228 |
| logic | 0.169 | 0.0900 | 0.0792 | 0.165 |
| registers | 0.311 | 0.0720 | 0.239 | 0.164 |
-- through the flow --
stage / util / instance area, um2 / setup slack (ns)
final: 0.145 / 802 / 1.28
after global routing: 0.145 / 802 / 1.21
after CTS: 0.145 / 802 / 1.25
after detailed placement: 0.137 / 757 / 1.35
after global placement: 0.137 / 757 / 1.37
after floorplan: - / 638 / 1.57
-- logic make-up after synthesis --
logic type	after synthesis
fa+ha+maj	2
simple gates	25
buf+inv	4
flops	13
mux	1
compound gates	6
xor+xnor	8
-- final timing paths --
check	cells past startpoint	start	endpoint
max reg2reg	4	cn[0]	state_reg[2]
min in group asynchronous	2	reset	cn[0]
min reg2reg	1	done	done
min	1	done	done
max	1	done	done
max in group asynchronous	2	reset	state_reg[0]
-- layout by cell type (no fill, tap or decap) --
cell             Yosys  layout
nand2_1              8       8
or3_1                1       1
clkdlybuf4s50_1      0       4
nand3b_1             1       1
clkbuf_8             0       3
o211ai_1             1       1
inv_1                3       3
o211a_1              1       1
a21oi_1              1       1
nand2b_1             1       1
o41ai_1              1       1
dfstp_2              1       1
clkbuf_1             0       1
ha_1                 2       2
nand4_1              2       2
nor2_1               3       3
nor4_1               1       1
nor2b_1              1       1
and3_1               1       1
nor3_1               3       3
or2_2                1       1
o31ai_1              1       1
mux2i_1              1       1
dfrtp_1             12      12
xor2_1               3       3
nand3_1              1       1
nor4_4               1       1
o21ai_0              1       1
xnor2_1              5       5
Power and IR drop assume default switching activity.
