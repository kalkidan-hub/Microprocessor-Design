<file path="flow/design.v">
module adder(input [7:0] a, b, output reg [7:0] sum);
reg [8:0] temp;
always @(*) begin
   temp = {1'b0, a} + {1'b0, b};  
   sum = temp[8:1];  
end
endmodule
</file>
<file path="flow/config.mk">
export PLATFORM = sky130hd
export DESIGN_NAME = adder
export DESIGN_NICKNAME = adder
export VERILOG_FILES = /design/flow/design.v
export SDC_FILE = /design/flow/constraint.sdc
export NUM_CORES = 4
export LEC_CHECK = 1
export CORE_AREA = 10 10 70 70
export DIE_AREA = 0 0 80 80
</file>
<file path="flow/run.sh">
#!/bin/bash
# OpenROAD 26Q1-2900-gdf79404cd8, Yosys 0.63+post, stock flow scripts
make -C /OpenROAD-flow-scripts/flow DESIGN_CONFIG=/design/flow/config.mk WORK_HOME=/design/flow/orfs finish
</file>
<file path="flow/constraint.sdc">
current_design adder

set clk_period 5.1
set clk_io_pct 0.2

create_clock -name clk0 -period $clk_period

set non_clock_inputs [all_inputs -no_clocks]
set_input_delay [expr $clk_period * $clk_io_pct] -clock clk0 $non_clock_inputs
set_output_delay [expr $clk_period * $clk_io_pct] -clock clk0 [all_outputs]
</file>
==> results.cfg <==
; synthesis and place-and-route metrics
[flow_run]
cap_violations = 0
warning_count = 32

[synthesis]
synth-seq-area-share_pct = 0
top_logic_kind = adder cells
ys_area_um2 = 319
yosysUniqueCellTypes = 22
synthCells = 42
synthSimpleGateAreaFrac_pct = 20.4
topCellsByArea = ha_1 (27%), a21oi_1 (7.8%), a311o_1 (6.3%), fa_1 (6.3%), xnor2_1 (5.5%)
aoi_share_pct = 28.2
top_area_share_pct = 27.5
fa_ha_area_share_pct = 33.7
yosys_warnings = 1
yosys-stat-cells = 42
ys_sh_xor_pct = 11.0
top_area_cell = ha_1
synthMuxAreaShare_pct = 3.14
avgSynthCellArea_um2 = 7.60
syn_area_um2 = 319

[layout]
finalNonFillerCells = 112
nClkBuffers = 0
flop-count = 0
fin_util_pct = 18.1
layout.area.seq_um2 = 0
comb_area_um2 = 308
nFillCells = 385
fin_area_um2 = 617
layout-drive-gt1-share_pct = 1.52
area_delta_synth_final_pct = 93.3

[route]
ant_nets = 0
num_antenna_cells = 0
drt_wl_total_um = 1070
dr.first_iter.drc_count = 10
vias = 393
drcViolationCount = 0
routedWlPerCell_um = 9.52
via_per_inst = 3.51
first_pass_iters = 4

[floorplanning]
fp_util_pct = 9.34
chipWidth_um = 80
io_pins = 24
num_rows = 21
die_area_um2 = 6400
fp.dieH_um = 80
coreArea_um2 = 3420

[final_timing]
period_minus_slack_ns = 4.15
hold_viol = 0
worst_pin_slew_ns = 0.355
rsz0062_at_grt = no
finalSetupViolCount = 0
max_freq_mhz = 241
slew_headroom_pct = 75.7
period_used_pct = 81.3
setup-tns-final_ns = 0
slew_violations = 0

[clocking]
post_cts_resized = 0
cts_setup_buffers = 0
hold_buffers = 0

[global_routing]
grt_pass1_wl_um = 1690
met2_usage_pct = 4.57
met1_usage_pct = 4.31
grt.overflow.total = 0
gr-max-usage-layer = met2
antenna_found_initial = 0
gr-usage-all-layers_pct = 3.05
grt_pass1_vias = 402
grt_max_degree = 7
grt_util_met3_pct = 1.14

[pwr]
ir_drop_mv = 0.0582
total_power_mw = 0.0712
power_leakage_nw = 0.246
power_density_nw_per_um2 = 115

[worst_hold_path]
hold_class = input port to primary output
hold_start = b[2]
hold_depth = 4
min_delay_worst_endpoint = sum[1]

[critical_path]
worstPathArrival_ns = 3.13
endpoint_kind = primary output
crit_fanout = 2
startpoint_type = input port
cp.required_ns = 4.08
crit_type = input port to primary output

[run_status]
outcome = finished clean

[place]
dpl.hpwl_um = 968
numPortBuffers = 24
gp_congestion = 0.765
post-place-cells = 112
dpl_cell_area_um2 = 617
[logic make-up after synthesis]
group / count (synthesis)
and+or+nand+nor: 13
buffers and inverters: 3
AOI/OAI and AO/OA: 13
adders and majority gates: 8
muxes: 1
xor gates and xnor gates: 4
[per-stage QoR]
step	hold WS [ns]	setup WS (ns)
finish	3.17	0.952
CTS	3.19	0.947
floorplan	2.15	2.01
global route	3.22	0.713
global placement	3.18	0.986
detailed placement	3.17	0.969
[how the worst max path moves through the flow]
stage         from      to
CTS           a[0]  sum[5]
global route  a[4]  sum[6]
finish        a[0]  sum[5]
[synth_stat cells, types with 2 or more instances]
cell type	number
ha_1	7
a21oi_1	5
nor3_1	2
nor2_1	2
nor2b_1	2
nand2_1	3
a21o_1	2
a311o_1	2
xnor2_1	2
xor2_1	2
inv_1	2
[layer usage]
metal / routed length, um / up-vias
li1: - / 208
met1: 578 / 166
met2: 363 / 19
met3: 124 / 0
met4: 0 / 0
met5: 0 / -
[report_power, final]
part | internal, mW | switching, mW | leakage [nW]
Clock | 0 | 0 | 0
Sequential | 0 | 0 | 0
Combinational | 0.0464 | 0.0248 | 0.246
[cell type report]
class	count	area share, %
multi-input combinational	39	49.9
inverter	3	1.83
timing repair buffer	24	38.9
tap	46	9.33
[critical path, stage by stage]
cell             delay (ns)
clkdlybuf4s50_1        0.43
and2_1                 0.18
fa_1                   0.41
a21oi_1                0.22
nor2_1                 0.07
nor2_1                 0.17
xnor2_1                0.14
clkdlybuf4s50_1        0.49
[placed cells by master (no fill, tap or decap)]
| cell type | instances |
|---|---|
| a311o_1 | 2 |
| nor2b_1 | 2 |
| and2_1 | 1 |
| xor2_1 | 2 |
| xnor2_1 | 2 |
| fa_1 | 1 |
| o21bai_1 | 1 |
| nor2_1 | 2 |
| nand2_1 | 3 |
| nor4_1 | 1 |
| a2111oi_0 | 1 |
| inv_1 | 2 |
| clkdlybuf4s50_1 | 24 |
| a221oi_1 | 1 |
| nor3_1 | 2 |
| nand3_1 | 1 |
| mux2i_1 | 1 |
| a21o_1 | 2 |
| a21oi_1 | 5 |
| ha_1 | 7 |
| o21ai_0 | 1 |
| nand4_1 | 1 |
| inv_2 | 1 |
No activity file was given, so power comes from the tool's default toggle rates.
